`design/flow/config.mk`:
```
export PLATFORM = sky130hd
export DESIGN_NAME = top_module
export DESIGN_NICKNAME = top_module
export VERILOG_FILES = /design/flow/design.v
export SDC_FILE = /design/flow/constraint.sdc
export NUM_CORES = 4
export LEC_CHECK = 1
export CORE_AREA = 10 10 101 101
export DIE_AREA = 0 0 111 111
```
`design/flow/constraint.sdc`:
```
current_design top_module

set clk_period 3.7
set clk_io_pct 0.2

create_clock -name clk0 -period $clk_period [get_ports {clk}]

set non_clock_inputs [all_inputs -no_clocks]
set_input_delay [expr $clk_period * $clk_io_pct] -clock clk0 $non_clock_inputs
set_output_delay [expr $clk_period * $clk_io_pct] -clock clk0 [all_outputs]
```
`design/flow/design.v`:
```
module display_mux #(
  parameter int N = 18
)(
  input  logic clk,
  input  logic reset,
  input  logic [7:0] in3, in2, in1, in0,  
  output logic [3:0] an,  
  output logic [7:0] sseg  
);
  logic [N-1:0] r_reg, r_next;
  logic [1:0] sel;
  always_ff @(posedge clk or posedge reset) begin
    if (reset) r_reg <= '0;
    else r_reg <= r_next;
  end
  always_comb r_next = r_reg + 1;
  assign sel = r_reg[N-1:N-2];
  always_comb begin
    an   = 4'b1111;  
    sseg = 8'hFF;
    unique case (sel)
      2'b00: begin an = 4'b1110; sseg = in0; end
      2'b01: begin an = 4'b1101; sseg = in1; end
      2'b10: begin an = 4'b1011; sseg = in2; end
      2'b11: begin an = 4'b0111; sseg = in3; end
    endcase
  end
endmodule
`timescale 1ns / 1ps
module top_module(
    input logic clk,
    input logic reset,
    input logic [3:0] btn,
    output logic [3:0] an,
    output logic [7:0] sseg,
    output logic stim_led
    );
    parameter logic [15:0] OFF = 15'b000000000000000; 
    parameter logic [15:0] ON = 15'b111111111111111; 
    parameter logic [7:0]BLANK = 8'b11111111; 
    parameter logic [7:0]H = 8'b10001010;
    parameter logic [7:0]I = 8'b11111001;
    parameter logic [7:0] ZERO = 8'b11000000;
    parameter logic [7:0] ONE = 8'b11111001;
    parameter logic [7:0] TWO = 8'b10100100;
    parameter logic [7:0] THREE = 8'b10110000;
    parameter logic [7:0] FOUR = 8'b10011001;
    parameter logic [7:0] FIVE = 8'b10010010;
    parameter logic [7:0] SIX = 8'b10000010;
    parameter logic [7:0] SEVEN = 8'b11111000;
    parameter logic [7:0] EIGHT = 8'b10000000;
    parameter logic [7:0] NINE = 8'b10010000;
    logic [7:0] IN0, IN1, IN2, IN3 ; 
    logic clear_btn, start_btn, stop_btn;
    assign clear_btn = btn[0];  
    assign start_btn = btn[1];  
    assign stop_btn = btn[2];   
    typedef enum logic [1:0]{clear = 2'b00,pause = 2'b01,start=2'b10, stop = 2'b11}state_t;
    state_t [1:0] state, state_n; 
    logic count, ncount; 
    always_ff@(posedge clk, posedge reset)
        if(reset) begin
            state<=clear;
            count<=0;
            end
        else begin
            state <=state_n;
            count<=ncount; 
            end
     always_comb begin
        stim_led =0 ; 
        IN3 = BLANK; 
        IN2 = BLANK;
        IN0 = BLANK;  
        IN1 = BLANK;
        state_n = state; 
        case(state)
            clear: if(clear_btn)begin 
                        IN0 =I;
                        IN1 =H; 
                        IN3 =BLANK; 
                        IN2 = BLANK; 
                        stim_led = 1; 
                        state_n =  pause;
                        end
            pause: if(start_btn) begin 
                         IN0 = TWO;
                        state_n=start; 
            end 
            start: if(start_btn) begin 
                        IN0 = TWO; 
                            end
            stop: if(stop_btn) begin 
           end 
           endcase           
           end
           display_mux #(.N(15)) dispunit(
             .clk(clk),
             .reset(reset),
             .in3(IN3), 
             .in2(IN2), 
             .in1(IN1), 
             .in0(IN0),  
             .an(an),  
             .sseg(sseg)
           ); 
endmodule
```
`design/flow/run.sh`:
```
#!/bin/bash
# OpenROAD 26Q1-2900-gdf79404cd8, Yosys 0.63+post, stock flow scripts
make -C /OpenROAD-flow-scripts/flow DESIGN_CONFIG=/design/flow/config.mk WORK_HOME=/design/flow/orfs finish
```
==> flow_summary.ini <==
; generated from flow reports
[clock_network]
cts_setup_buffers = 0
clockBufferDepth = 2
cts-resized-gates = 0
htreeDepth = 1
cts_root_buf = clkbuf_8
path_clk_slew_ns = 0.06
cts_sinks = 18
holdBufCountCts = 0
cts_tree = yes
clkLatencyLatePin_ns = 0.25
numCtsBuffers = 3

[sta]
slew_headroom_pct = 54.27
finalHoldViolations = 0
finalCritPeriodShare_pct = 78.40
worstMarginPinSlew_ns = 0.6852
worst_slack_ns = 0.7992
tns_ns = 0
rsz0062_at_grt = false
fmax_ghz = 0.3447
fin_crit_ns = 2.901
drv_slew = 0
skew_ns = 0.001527
finalSetupViolations = 0

[place]
place_congestion = 0.7274
hpwlAfterDp_um = 1208
place_inst = 199
place.port_buffers = 15
pre_cts_slack_ns = 0.7903

[yosys]
ys_cells = 83
synth_flops = 18
yosys_area_um2 = 897.1
syn_inst = 83
synthTopCellsByArea = dfrtp_1 (47%), xor2_1 (8.8%), nor4_2 (5.6%)
ys_types = 26
synth-async-reset-ratio_pct = 100.0
top_cell = dfrtp_1
synth.top_cell.area_share_pct = 47.42
syn_area_per_cell_um2 = 10.81
ff_type = dfrtp_1
syn_area_um2 = 897.1
yosysWarningCount = 2
synth_seq_share_pct = 50.35
synth-edff-count = 0
top_area_cell = dfrtp_1
yosys-top-cells-count = dfrtp_1 (17), xor2_1 (9), inv_1 (7)

[final_layout]
fill_cells = 888
utilization_pct = 14.83
largest_reg_flops = 15
final_layout_size_suffix_gt1_share_pct = 13.27
stdcell_count = 203
syn_to_final_growth_pct = 34.45

[setup_path]
crit_buf_inv = 2
critical-path-max-stage-delay_ns = 0.50
crit_type = input port to output pin
arrival_ns = 2.16
worst_path_most_repeated_cell = clkdlybuf4s50_1
crit_chain = clkdlybuf4s50_1, o21ai_0, o31ai_1, nand2b_1, clkdlybuf4s50_1
worst_path_dominant_cell_family = buffers and inverters
crit_fanout = 3
crit_slowest_cell = clkdlybuf4s50_1
worstPathRequired_ns = 2.96
startpoint_type = input port
end_kind = output pin

[global_routing]
grt_pass1_wl_um = 2911
grt_max_degree = 19
grt_pass1_vias = 608
grt_use_total_pct = 2.722
overflow = 0
antenna_found_initial = 0

[drt]
antennaDiodeCount = 0
first_pass_iters = 4
drc = 0
wire_per_inst_um = 7.734
postRouteAntennaNets = 0
routed-via-count = 579
drtIter0Drc = 17
via_per_inst = 2.852
routed_wl_um = 1570

[floorplanning]
die_w_um = 111
core_area_mm2 = 0.008134
placementRows = 33
fp_util_pct = 11.03
dieHeight_um = 111
chipArea_mm2 = 0.01232
ios = 19

[flow_run]
warnings = 27
max-cap-violations = 0

[hold_path]
hold_class = register to register

[status]
status = complete, no violations

[power]
p_leak_uw = 0.0005120
power.density_mw_per_mm2 = 310.8
irDropWorstVdd_v = 0.0001272
==> report_power, final <==
part / switching, µW / internal, µW / leakage, µW / total [µW]
registers: 0.746 / 198 / 0.000236 / 199
logic: 7.76 / 11.3 / 0.000247 / 19.1
clock network: 62.7 / 94.4 / 0.0000288 / 157
==> metal layers <==
layer  GRT usage, %  vias up  share of wire, %
met5              0        -                 0
met4         0.3472        0               1.3
met3          1.806        2                11
met2          3.813       17                37
met1          3.479      260                51
li1               -      300                 -
==> placed cells by master, fill, tap and decap left out, drive strengths merged, types with 4 or more instances in the layout <==
cell type / Yosys / routed
dfrtp: 17 / 17
inv: 7 / 7
xnor2: 4 / 4
nand3: 6 / 6
clkdlybuf4s50: 0 / 15
xor2: 9 / 9
nor4: 4 / 4
nor2: 5 / 5
clkbuf: 0 / 4
nand2: 6 / 6
==> worst reg2reg max path, cell delays in order (launching register included) <==
cell and delay (ns):
dfrtp_1 0.39, ha_1 0.21, nand3_2 0.18, nor4_2 0.34
xor2_1 0.16
==> final timing paths <==
check / endpoint / slack, ns / from / cells past startpoint
max: sseg[0] / 0.80 / btn[1] / 5
min: dispunit.r_reg[0]$_DFF_PP0_ / 0.47 / dispunit.r_reg[0]$_DFF_PP0_ / 1
max reg2reg: dispunit.r_reg[12]$_DFF_PP0_ / 2.35 / dispunit.r_reg[0]$_DFF_PP0_ / 4
min reg2reg: dispunit.r_reg[0]$_DFF_PP0_ / 0.47 / dispunit.r_reg[0]$_DFF_PP0_ / 1
max in group asynchronous: state[1]$_DFF_PP0_ / 2.36 / reset / 2
min in group asynchronous: dispunit.r_reg[2]$_DFF_PP0_ / 0.91 / reset / 2
==> per-stage QoR <==
stage | cell area, µm² | total power, µW | hold slack (ns)
floorplan | 897.1 | 211.2 | 0.4430
global placement | 1151 | 222.2 | 0.4585
detailed placement | 1151 | 222.3 | 0.4676
CTS | 1206 | 383.3 | 0.4800
global route | 1206 | 397.0 | 0.4954
finish | 1206 | 374.9 | 0.4725
==> cells by family (layout without fill, tap and decap cells) <==
| family | count (synthesis) | after routing | synth area share [%] |
|---|---|---|---|
| flops | 18 | 18 | 50.35 |
| xor+xnor | 13 | 13 | 12.69 |
| simple gates | 33 | 33 | 24.83 |
| compound gates | 6 | 6 | 4.324 |
| other cells | 1 | 1 | 0.4180 |
| buf+inv | 11 | 26 | 5.997 |
| fa+ha+maj | 1 | 1 | 1.394 |
==> layout make-up <==
cell class / instances / area, µm² / area share [%]
Multi-Input combinational cell: 54 / 391.6 / 32.47
Sequential cell: 18 / 451.7 / 37.45
Inverter: 7 / 26.28 / 2.178
Tap cell: 105 / 131.4 / 10.89
Timing Repair Buffer: 15 / 150.1 / 12.45
Clock buffer: 4 / 55.05 / 4.564
No activity file was given, so power comes from the tool's default toggle rates.
