--- flow/design.v ---
module db_fsm (
    input logic clk, reset,
    input logic sw,
    output logic db
);
    localparam N = 20;
    typedef enum {
        zero, wait1_1, wait1_2, wait1_3,
        one, wait0_1, wait0_2, wait0_3
    } state_type;
    state_type state_reg, state_next;
    logic [N-1:0] q_reg, q_next;
    logic m_tick;
    always_ff @(posedge clk) begin
        q_reg <= q_next;
    end
    assign q_next = q_reg + 1;
    assign m_tick = (q_reg == 0) ? 1'b1 : 1'b0;
    always_ff @(posedge clk, posedge reset) begin
        if (reset)
            state_reg <= zero;
        else
            state_reg <= state_next;
    end
    always_comb begin
        state_next = state_reg;  
        db = 1'b0;               
        case (state_reg)
            zero: if (sw)
                      state_next = wait1_1;
            wait1_1: if (~sw)
                         state_next = zero;
                     else if (m_tick)
                         state_next = wait1_2;
            wait1_2: if (~sw)
                         state_next = zero;
                     else if (m_tick)
                         state_next = wait1_3;
            wait1_3: if (~sw)
                         state_next = zero;
                     else if (m_tick)
                         state_next = one;
            one: begin
                    db = 1'b1;
                    if (~sw)
                        state_next = wait0_1;
                 end
            wait0_1: begin
                          db = 1'b1;
                          if (sw)
                              state_next = one;
                          else if (m_tick)
                              state_next = wait0_2;
                      end
            wait0_2: begin
                          db = 1'b1;
                          if (sw)
                              state_next = one;
                          else if (m_tick)
                              state_next = wait0_3;
                      end
            wait0_3: begin
                          db = 1'b1;
                          if (sw)
                              state_next = one;
                          else if (m_tick)
                              state_next = zero;
                      end
            default: state_next = zero;
        endcase
    end
endmodule
--- flow/run.sh ---
#!/bin/bash
# OpenROAD 26Q1-2900-gdf79404cd8, Yosys 0.63+post, stock flow scripts
make -C /OpenROAD-flow-scripts/flow DESIGN_CONFIG=/design/flow/config.mk WORK_HOME=/design/flow/orfs finish
--- flow/config.mk ---
export PLATFORM = sky130hd
export DESIGN_NAME = db_fsm
export DESIGN_NICKNAME = db_fsm
export VERILOG_FILES = /design/flow/design.v
export SDC_FILE = /design/flow/constraint.sdc
export NUM_CORES = 4
export LEC_CHECK = 1
export CORE_AREA = 10 10 114 114
export DIE_AREA = 0 0 124 124
--- flow/constraint.sdc ---
current_design db_fsm

set clk_period 4.9
set clk_io_pct 0.2

create_clock -name clk0 -period $clk_period [get_ports {clk}]

set non_clock_inputs [all_inputs -no_clocks]
set_input_delay [expr $clk_period * $clk_io_pct] -clock clk0 $non_clock_inputs
set_output_delay [expr $clk_period * $clk_io_pct] -clock clk0 [all_outputs]
==> impl_metrics.yaml <==
# generated from flow reports
cts:
  cts_setup_buffers: 0
  h-tree-depth: 1
  ctsRootBufferMaster: "clkbuf_8"
  cts_resized: 0
  cts_inserted_buffers: 3
  cts.sinks: 28
  clock_latency_ns: 0.27
  cts_buffer_depth: 2
  hold_buffers: 0
  cts_tree: "done"
  clk_pin_slew_ns: 0.10
global_routing:
  grt_pass1_vias: 703
  grt_pass1_wl_mm: 3.16
  grtUsageTotal: 0.0237
  grt_max_degree: 17
  gr-total-overflow: 0
  grt_antenna_before_repair: 0
floorplan:
  dieArea_um2: 15400
  rows: 37
  io_pins: 4
  fp-utilization: 0.112
  die_h_um: 124
  core_um2: 10400
  die-width_um: 124
routing:
  first_pass_iters: 4
  wirelength_mm: 1.72
  vias: 740
  route.detailed.drc: 0
  viasPerCell: 2.95
  n_antenna_cell: 0
  wl_per_cell_um: 6.86
  drt_iter0_drc: 32
  ant_nets: 0
pwr:
  p_leak_nw: 0.509
  seqPwrFrac: 0.579
  switching_power_mw: 0.0753
  p_per_area_nw_per_um2: 283
  comb_power_share: 0.033
  power.share.clock: 0.387
  ir_drop_mv: 0.125
  swShare: 0.186
  power.internal_mw: 0.329
synth:
  ys_sh_adder: 0.0214
  ys_sh_aoi: 0.0247
  simple_gate_share: 0.243
  ys_types: 28
  synth_area_um2: 1170
  seq_area_frac_synth: 0.516
  mux_area_frac: 0.0343
  logic_family: "simple AND/OR/NAND/NOR gates"
  synthCells: 109
  synth-seq-cells: 28
  ys_cells: 109
  synth-area-yosys_um2: 1170
  syn_area_per_cell_um2: 10.7
  yosysWarningCount: 1
  xor_share: 0.135
setup_path:
  cp-startpoint: "state_reg[3]"
  crit_path_cell_trace: "or4_1 -> clkdlybuf4s50_1"
  r2r-start: "q_reg[0]"
  critPathArrivalTime_ns: 1.61
  critical_path_class: "reg2out"
  worstPathMaxFanout: 2
  critPathLaunchType: "flip-flop"
  end_kind: "output port"
  cpMaxStageDelayCell: "or4_1"
  critical_path.max_stage_delay_ns: 0.54
  critical_path_required_ns: 3.92
final_layout:
  drive_gt1_frac: 0.0957
  register_area_um2: 602
  fillers: 1174
  comb_area_um2: 536
  flow.area_growth_from_synthesis_pct: 22.5
  largest_reg_flops: 20
  design_area_um2: 1430
flow_run:
  warnings: 26
  cap_violations: 0
sta:
  slew_headroom: 0.626
  max_freq_mhz: 386
  tns_ns: 0
  fin_crit_ns: 2.59
  post-route-period-util: 0.528
  finalMaxSlewViolations: 0
  rsz0062_at_grt: "false"
  finClkSkew_ns: 0.0105
  tightest_slew_ns: 0.557
  hold_violations: 0
  setup_viol_count_final: 0
placed_design:
  placed_area_um2: 1360
  numPortBuffers: 3
  hpwl_mm: 1.29
  gp_congestion: 0.764
worst_hold_path:
  hold_start: "q_reg[0]"
  worstHoldPathType: "reg2reg"
outcome:
  run_status: "complete, no violations"
==> layout make-up <==
type	instances	share of cell area
flip-flops and latches	28	0.421
inverters	7	0.0184
well taps	136	0.119
repair buffers	3	0.0210
clock buffers	4	0.0464
multi-input cells	73	0.374
==> placed cells by master (no fill, tap or decap) <==
cell type	n
a22o_1	1
nand4_2	1
dfrtp_1	7
mux2i_1	4
nor4_1	4
o2bb2ai_1	1
o22ai_1	1
clkdlybuf4s50_1	3
nor2b_1	2
nand4_1	4
nor4_4	1
nand3_1	10
xor2_1	7
xnor2_1	11
dfstp_2	1
nor2_1	4
nor4_2	2
nand2_1	9
nor4b_2	1
nand2b_1	3
o21ai_1	1
clkbuf_16	1
clkbuf_8	3
and2_1	1
or4_1	1
ha_1	2
and3_1	1
inv_1	7
nor3_2	1
dfxtp_1	20
==> metal layers <==
layer / up-vias / routed length [µm] / GRT usage
li1: 390 / - / -
met4: 0 / 0 / 0.00144
met3: 0 / 66 / 0.00735
met2: 6 / 688 / 0.0341
met1: 344 / 969 / 0.0355
met5: - / 0 / 0
==> worst max-delay path, delay by kind of cell (launching register included) <==
| kind | cells | cell delay (ns) |
|---|---|---|
| simple gates | 1 | 0.54 |
| flops | 1 | 0.38 |
| buf+inv | 1 | 0.43 |
==> path summary, 6_finish.rpt <==
kind / end / cells after the start / slack (ns)
max: db / 2 / 2.31
min: q_reg[0] / 1 / 0.49
max reg2reg: state_reg[3] / 6 / 3.08
min reg2reg: q_reg[0] / 1 / 0.49
max in group asynchronous: state_reg[0] / 2 / 3.67
min in group asynchronous: state_reg[7] / 2 / 0.95
==> cell usage after synthesis <==
| master | instances | area share |
|---|---|---|
| inv_1 | 7 | 0.023 |
| nor2b_1 | 2 | 0.011 |
| nand2_1 | 9 | 0.029 |
| dfrtp_1 | 7 | 0.15 |
| nand4_1 | 4 | 0.021 |
| clkbuf_1 | 1 | 0.0032 |
| xnor2_1 | 11 | 0.083 |
| mux2i_1 | 4 | 0.034 |
| nor4b_2 | 1 | 0.013 |
| nand3_1 | 10 | 0.043 |
| xor2_1 | 7 | 0.053 |
| nand2b_1 | 3 | 0.016 |
| or4_1 | 1 | 0.0064 |
| o2bb2ai_1 | 1 | 0.0075 |
| and3_1 | 1 | 0.0054 |
| dfxtp_1 | 20 | 0.34 |
| nand4_2 | 1 | 0.011 |
| o21ai_1 | 1 | 0.0043 |
| and2_1 | 1 | 0.0054 |
| nor3_2 | 1 | 0.0086 |
| ha_1 | 2 | 0.021 |
| nor2_1 | 4 | 0.013 |
| nor4_2 | 2 | 0.021 |
| dfstp_2 | 1 | 0.023 |
| o22ai_1 | 1 | 0.0054 |
| a22o_1 | 1 | 0.0075 |
| nor4_1 | 4 | 0.021 |
| nor4_4 | 1 | 0.018 |
==> power groups by stage <==
| stage | combinational [mW] | sequential (mW) | clock (mW) |
|---|---|---|---|
| 4_1_cts | 0.0140 | 0.235 | 0.163 |
| 5_1_grt | 0.0157 | 0.235 | 0.172 |
| 6_report | 0.0136 | 0.235 | 0.157 |
==> per-stage QoR <==
step | total power [mW] | util | hold slack, ns | setup slack (ns) | cells
finish | 0.405 | 0.137 | 0.493 | 2.31 | 251
global route | 0.423 | 0.137 | 0.527 | 2.24 | 251
CTS | 0.411 | 0.137 | 0.490 | 2.28 | 251
detailed placement | 0.253 | 0.131 | 0.463 | 2.59 | 247
global placement | 0.253 | 0.131 | 0.455 | 2.61 | 247
floorplan | 0.247 | - | 0.418 | 3.07 | 109
==> kinds of logic (layout without fill, tap and decap cells) <==
logic type,after synthesis,in the layout
XOR/XNOR,18,18
flip-flops,28,28
multiplexers,4,4
AND-OR/OR-AND,4,4
AND/OR/NAND/NOR,45,45
buffers and inverters,8,14
adder cells (fa/ha/maj),2,2
Power and IR drop assume default switching activity.
